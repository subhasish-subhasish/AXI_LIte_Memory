## design/flow/run.sh

```bash
#!/bin/bash
# OpenROAD 26Q1-2900-gdf79404cd8, Yosys 0.63+post, stock flow scripts
make -C /OpenROAD-flow-scripts/flow DESIGN_CONFIG=/design/flow/config.mk WORK_HOME=/design/flow/orfs finish
```

## design/flow/config.mk

```make
export PLATFORM = sky130hd
export DESIGN_NAME = axilite_slave
export DESIGN_NICKNAME = axilite_slave
export VERILOG_FILES = /design/flow/design.v
export SDC_FILE = /design/flow/constraint.sdc
export NUM_CORES = 4
export LEC_CHECK = 1
export CORE_UTILIZATION = 40
```

## design/flow/constraint.sdc

```tcl
current_design axilite_slave

set clk_period 18.0
set clk_io_pct 0.2

create_clock -name clk0 -period $clk_period [get_ports {s_axi_aclk}]

set non_clock_inputs [all_inputs -no_clocks]
set_input_delay [expr $clk_period * $clk_io_pct] -clock clk0 $non_clock_inputs
set_output_delay [expr $clk_period * $clk_io_pct] -clock clk0 [all_outputs]
```

## design/flow/design.v

```verilog
`timescale 1ns/1ps
module axilite_slave #(
    parameter ADDR_WIDTH = 32,
    parameter DATA_WIDTH = 32,
    parameter int MEM_SIZE_BYTES = 512,       
    localparam int WORD_SIZE    = DATA_WIDTH / 8,
    localparam int DEPTH        = MEM_SIZE_BYTES / WORD_SIZE
)(
    input  wire                    s_axi_aclk,
    input  wire                    s_axi_aresetn,
    input  wire                    s_axi_awvalid,
    output logic                    s_axi_awready,
    input  wire [ADDR_WIDTH-1:0]   s_axi_awaddr,
    input  wire                    s_axi_wvalid,
    output logic                    s_axi_wready,
    input  wire [DATA_WIDTH-1:0]   s_axi_wdata,
    input  wire [DATA_WIDTH/8-1:0] s_axi_wstrb,
    output logic                   s_axi_bvalid,
    input  wire                    s_axi_bready,
    output logic [1:0]             s_axi_bresp,
    input  wire                    s_axi_arvalid,
    output logic                   s_axi_arready,
    input  wire [ADDR_WIDTH-1:0]   s_axi_araddr,
    output logic                   s_axi_rvalid,
    input  wire                    s_axi_rready,
    output logic [DATA_WIDTH-1:0]  s_axi_rdata,
    output logic [1:0]             s_axi_rresp
);
    typedef enum logic [2:0] {
        IDLE,
        WRITE_CHANNEL,
        WRESP_CHANNEL,
        RADDR_CHANNEL,
        RDATA_CHANNEL
    } state_t;
    state_t CS, NS;
    localparam ADDR_WORD_OFFSET = $clog2(DATA_WIDTH/8);  
    localparam ADDR_WORD_WIDTH  = $clog2(DEPTH);
    logic [ADDR_WIDTH-1:0] awaddr_reg;
    logic [ADDR_WIDTH-1:0] araddr_reg;
    logic [DATA_WIDTH-1:0] wdata_reg;
    logic [DATA_WIDTH-1:0] rdata_reg;
    logic [(DATA_WIDTH/8)-1:0] wstrb_reg;
    logic [DATA_WIDTH-1:0] mem [0:DEPTH-1];
    logic aw_captured;
    logic w_captured;
    logic ar_captured;
    localparam [1:0] RESP_OKAY = 2'b00;
    localparam [1:0] RESP_SLVERR = 2'b10;
    localparam [1:0] RESP_DECERR = 2'b11;
    always_ff @(posedge s_axi_aclk or negedge s_axi_aresetn) begin
        if (!s_axi_aresetn) begin
            CS <= IDLE;
            aw_captured <= 1'b0;
            w_captured  <= 1'b0;
            ar_captured <= 1'b0;
        end else begin
            CS <= NS;
            if(s_axi_awvalid && s_axi_awready)begin
                aw_captured <= 1'b1;
                awaddr_reg  <= s_axi_awaddr;
            end else if(CS == WRESP_CHANNEL && s_axi_bready && s_axi_bvalid)begin
                aw_captured <= 1'b0;
            end
            if(s_axi_wvalid && s_axi_wready)begin
                w_captured <= 1'b1;
                wdata_reg <= s_axi_wdata;
                wstrb_reg <= s_axi_wstrb;
            end else if(CS == WRESP_CHANNEL && s_axi_bready && s_axi_bvalid)begin
                w_captured <= 1'b0;
            end 
            if (s_axi_arvalid && s_axi_arready) begin
                ar_captured <= 1'b1;
                araddr_reg  <= s_axi_araddr;
            end else if (CS == RDATA_CHANNEL && s_axi_rready && s_axi_rvalid) begin
                ar_captured <= 1'b0;
            end
        end
    end
    always_comb begin
        NS = CS;
        case(CS)
            IDLE: begin
                if(s_axi_awvalid && !aw_captured )
                    NS = WRITE_CHANNEL;
                else if(s_axi_arvalid && !ar_captured)
                    NS = RADDR_CHANNEL;
                else
                    NS = IDLE;
            end
            WRITE_CHANNEL:begin
                if (s_axi_wvalid || w_captured)
                    NS = WRESP_CHANNEL;
            end
            WRESP_CHANNEL:begin
                 if (s_axi_bvalid && s_axi_bready)
                    NS = IDLE;
            end
            RADDR_CHANNEL: begin
                NS = RDATA_CHANNEL;
            end
            RDATA_CHANNEL: begin
                if (s_axi_rvalid && s_axi_rready)
                    NS = IDLE;
            end
            default: NS = IDLE;
        endcase
    end
    always_comb begin
        s_axi_awready = 1'b0;
        s_axi_wready  = 1'b0;
        s_axi_bvalid  = 1'b0;
        s_axi_bresp   = RESP_OKAY;
        s_axi_arready = 1'b0;
        s_axi_rvalid  = 1'b0;
        s_axi_rdata   = '0;
        s_axi_rresp   = RESP_OKAY;
        rdata_reg = '0;
        case(CS)
            IDLE: begin
                s_axi_awready = ~aw_captured;
                s_axi_wready  = ~w_captured;
                s_axi_arready = ~ar_captured;
            end
            WRITE_CHANNEL:begin
                s_axi_awready = ~aw_captured;
                s_axi_wready  = ~w_captured;  
            end
            WRESP_CHANNEL: begin
                s_axi_bvalid = 1;
                s_axi_bresp  = RESP_OKAY;
            end
            RADDR_CHANNEL: begin
                s_axi_arready = !ar_captured;
            end
            RDATA_CHANNEL: begin
                s_axi_rvalid = 1;
                if ((araddr_reg >> ADDR_WORD_OFFSET) < DEPTH) begin
                    rdata_reg = mem[araddr_reg >> ADDR_WORD_OFFSET];
                    s_axi_rresp = RESP_OKAY;
                end else begin
                    rdata_reg = '0;
                    s_axi_rresp = RESP_DECERR;
                end
                s_axi_rdata = rdata_reg;
            end
        endcase
    end
     always_ff @(posedge s_axi_aclk or negedge s_axi_aresetn) begin
        if (!s_axi_aresetn) begin
            for (int i = 0; i < DEPTH; i++) begin
                mem[i] <= '0;
            end
        end else begin
            if ( (aw_captured || (s_axi_awvalid && s_axi_awready) ) && ( w_captured || (s_axi_wvalid && s_axi_wready))) begin
                logic [ADDR_WORD_WIDTH-1:0] index;
                logic [DATA_WIDTH-1:0] word;
                logic [DATA_WIDTH-1:0] wdata_i;
                logic [DATA_WIDTH/8-1:0] wstrb_i;
                index = (aw_captured ? awaddr_reg : s_axi_awaddr) >> ADDR_WORD_OFFSET;
                if (index < DEPTH) begin 
                    word = mem[index];    
                    wdata_i = w_captured ? wdata_reg : s_axi_wdata;
                    wstrb_i = w_captured ? wstrb_reg : s_axi_wstrb;              
                    for (int i = 0; i < (DATA_WIDTH/8); i++) begin
                        if (wstrb_i[i]) begin
                            word[(i*8)+:8] = wdata_i[(i*8)+:8];
                        end
                    end
                    mem[index] <= word;
                end
            end
        end
     end
endmodule
```

==> ci_impl_report.md <==
### Yosys + OpenROAD results

| Metric | Value |
|---|---|
| Sinks on the clock net | approximately 4.2k |
| Clk root buf | clkbuf_16 |
| Die height | about 740 um |
| Synth Warn # | 2 |
| Top logic family | AND-OR/OR-AND gates |
| Simple Share, Synth | 12.96% |
| Hold-fix buffer count after cts | 0 |
| H-tree levels | 5 |
| CTS max path bufs | 4 |
| Mapped Area | 215,600 um^2 |
| CTS Buf Count | just under 500 |
| Ys cells | between 20k and 25k |
| Total GRT Usage | a little over nine tenths |
| Cts repair resizes | 0 |
| Ports | 148 |
| Final GP Congestion | between 1 and 1.5 |
| Global-route wire length before repair | 3410 mm |
| Synth Area in Compound Gates | between 30% and 40% |
| Synthesized area per cell | about 8.9 um^2 |
| Grt ovf | 8,660 |
| Row cnt | roughly 270 |
| Ys flop type | dfrtp_1 |
| Register bit total from synthesis | approximately 4.2k |
| Synth mux share | 0.2560% |
| Largest net degree at the start of global routing | 144 |
| Die width | ~740 um |
| XOR/XNOR Fraction of Synth Area | 0% |
| Yosys stat chip area | about 220,000 um^2 |
| Post-synthesis async set-or-reset flop share | a little over nine tenths |
| Last stage | global routing (5_1_grt) |
| DP Area | around 230,000 um^2 |
| Distinct cells, synth | roughly 80 |
| Initial Util | 40.15% |
| Vias in the first global route | 300.2k |
| Status | stopped before the end |
| Adder Area Share | 0% |
| PortBufs | approximately 120 |
| Stop err | [ERROR GRT-0116] Global routing finished with congestion. Check the congestion regions in the DRC Viewer. |
| Cells after Synth | approximately 24k |
| Seq/Total Area, Yosys | roughly half |
| EDFF count, synth | 73 |
| Setup bufs post-CTS | 0 |
| HPWL Detailed | ~1600 mm |
==> stage by stage <==
step	setup WS (ns)	total power, W	hold slack, ns	util [%]	instances
2_1_floorplan	10.95	0.02180	0.4284	-	24130
3_3_place_gp	7.903	0.02853	0.4505	43.19	30470
3_5_place_dp	7.855	0.02863	0.4577	43.20	30470
4_1_cts	6.772	0.03920	0.5042	46.33	31370
==> cells in the mapped netlist (all sizes together) (15+ instances only) <==
cell | number | area share [%]
nand2 | 4766 | 8.3
dfrtp | 4103 | 48
o21ai | 3234 | 7.5
a22oi | 2308 | 8.0
clkbuf | 2269 | 4.0
a31oi | 1732 | 5.0
o31ai | 890 | 3.1
a22o | 718 | 2.9
buf | 680 | 1.6
a221oi | 590 | 2.4
nand4 | 491 | 1.4
a21oi | 412 | 0.96
nor2 | 300 | 0.52
a222oi | 233 | 1.1
nand3 | 203 | 0.48
nor4 | 145 | 0.48
and2 | 132 | 0.38
nor3 | 130 | 0.30
a32oi | 95 | 0.39
or4 | 78 | 0.27
edfxtp | 73 | 1.0
a32o | 67 | 0.31
and3 | 53 | 0.16
a221o | 49 | 0.23
mux2i | 36 | 0.17
and4 | 32 | 0.13
o22ai | 30 | 0.090
a2111oi | 21 | 0.085
a21boi | 20 | 0.070
nand4b | 18 | 0.073
mux2 | 17 | 0.089
nand4bb | 16 | 0.084
o211ai | 15 | 0.052
==> cell families after synthesis <==
group,after synthesis
buffers and inverters,2957
other,1
and+or+nand+nor,6456
DFF,4177
AOI/OAI and AO/OA,10480
muxes,53
==> metal layers <==
metal / GRT overflow / global-route usage [%]
met5: 180 / 87.67
met4: 2134 / 95.14
met3: 1635 / 95.18
met2: 3207 / 100.2
met1: 1504 / 96.69
Power is estimated from default activity; no workload was simulated.
